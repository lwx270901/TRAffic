### run.sh
#!/bin/bash
# OpenROAD 26Q1-2900-gdf79404cd8, Yosys 0.63+post, stock flow scripts
make -C /OpenROAD-flow-scripts/flow DESIGN_CONFIG=/design/flow/config.mk WORK_HOME=/design/flow/orfs finish
### config.mk
export PLATFORM = sky130hd
export DESIGN_NAME = traffic_light
export DESIGN_NICKNAME = traffic_light
export VERILOG_FILES = /design/flow/design.v
export SDC_FILE = /design/flow/constraint.sdc
export NUM_CORES = 4
export LEC_CHECK = 1
export CORE_AREA = 10 10 78 78
export DIE_AREA = 0 0 88 88
### constraint.sdc
current_design traffic_light

set clk_period 1.6
set clk_io_pct 0.2

create_clock -name clk0 -period $clk_period [get_ports {clk_1s}]

set non_clock_inputs [all_inputs -no_clocks]
set_input_delay [expr $clk_period * $clk_io_pct] -clock clk0 $non_clock_inputs
set_output_delay [expr $clk_period * $clk_io_pct] -clock clk0 [all_outputs]
### design.v
module traffic_light(clk_1s, rst_n, green_1, red_1, yellow_1, green_2, red_2, yellow_2);
parameter STATE_1 = 3'd0;
parameter STATE_2 = 3'd1;
parameter STATE_3 = 3'd2;
parameter STATE_4 = 3'd3;
input clk_1s;
input rst_n;
output red_1;
output green_1;
output yellow_1;
output red_2;
output green_2;
output yellow_2;
reg red_1;
reg green_1;
reg yellow_1;
reg red_2;
reg green_2;
reg yellow_2;
reg [5:0] counter;
reg [1:0] state, next_state;
always @ (*)begin
green_1 = 1'b0;
yellow_1 = 1'b0;
red_1 = 1'b0;
green_2 = 1'b0;
yellow_2 = 1'b0;
red_2 = 1'b0;
next_state[1:0] = STATE_1;
case(state[1:0])
	STATE_1: begin
	green_1 = 1'b1;
	red_2 = 1'b1;
	if(counter == 6'd39) next_state[1:0] = STATE_2;
	else next_state[1:0] = STATE_1;
	end
	STATE_2: begin
	yellow_1 = 1'b1;
	red_2 = 1'b1;
	if(counter == 6'd4) next_state[1:0] = STATE_3;
	else next_state[1:0] = STATE_2;
	end
	STATE_3: begin
	red_1 = 1'b1;
	green_2 = 1'b1;
	if(counter == 6'd19) next_state[1:0] = STATE_4;
	else next_state[1:0] = STATE_3;
	end
	STATE_4: begin
	red_1 = 1'b1;
	yellow_2 = 1'b1;
	red_2 = 1'b0;
	if(counter == 6'd4) next_state[1:0] = STATE_1;
	else next_state[1:0] = STATE_4;
	end
	default: begin
	green_1 = 1'b1;
	red_2 = 1'b1;
	next_state = STATE_1;
	end
	endcase
	end
always @ (posedge clk_1s) begin
if(!rst_n) state[1:0] <= STATE_1;
else state[1:0] <= next_state[1:0];
end
always @ (posedge clk_1s) begin
	if(!rst_n) counter [5:0] <= 6'd0;
	else case(state)
		STATE_1: begin
			if(counter [5:0] == 6'd39) counter[5:0] <= 6'd0;
			else counter [5:0] <= counter[5:0] + 1'b1;
		end
		STATE_2: begin
			if (counter[5:0] == 6'd4) counter[5:0] <= 6'd0;
			else counter[5:0] <= counter[5:0] + 1'b1;
		end
		STATE_3: begin
			if (counter[5:0] == 6'd19) counter[5:0] <=  6'd0;
			else counter[5:0] <= counter[5:0] + 1'b1;
		end
		STATE_4: begin
			if (counter[5:0] == 6'd4) counter[5:0] <=  6'd0;
			else counter[5:0] <= counter[5:0] + 1'b1;
		end
		default: counter[5:0] <= 6'd0;
		endcase
	end
endmodule
==> results.ini <==
[run_status]
status=finished, final reports clean

[detailed_routing]
dr.pass1.iters=4
drc_errors=0
initialDrtViolationCount=30
wl_per_cell_um=8.68
vias=450
drt-vias-per-instance=3.60
wl_um=1090
ant_nets=0
diodes=0

[floorplan]
fp_util_pct=11.7
die_w_um=88
num_rows=24
die_y_um=88
chip_area_um2=7740
core_area_um2=4410
io_pins=8

[timing]
fin_crit_sh_pct=95.5
hold_violations=0
period_needed_ns=1.53
rsz0062_at_grt=no
fin_tns_setup_ns=0
fmax_mhz=655
slew_viol_final=0
worstMarginPinSlew_ns=0.327
maxSlewHeadroom_pct=78.2
setup_viol=0
fin_skew_ns=0.00385

[clock_network]
cts.reportedPaths.clkPinSlew_ns=0.04
ctsHtreeMaxLevel=1
clock_latency_ns=0.23
cts_buffers=3
cts_hold_buf=0
cts_tree=built
cts_sinks=10
cts-root-buf=clkbuf_8
clockBufferDepth=2

[placed_design]
hpwlAfterDp_um=824
port_buffers=7
routabilityCongestion=0.855

[worst_setup_path]
crit_chain=or2_4, clkdlybuf4s50_1
cp-start-kind=flip-flop
r2r_start=counter[0]
cp_max_fo=3
worstPathRequired_ns=1.28
cp-end-kind=output port
cp.arrival_ns=1.21
slowest_delay_ns=0.41
critPathLaunch=state[3]
path_class=flip-flop to output port
cp_slowest_cell=clkdlybuf4s50_1

[power_and_ir_drop]
max-vdd-ir-drop_uv=264
intPower_uw=438
seqPwrFrac_pct=47.7
p_per_area_nw_per_um2=748
p_switching_uw=114
power_frac_clock_pct=45.7
leakage_uw=0.000293
p_total_uw=552
comb_power_share_pct=6.6
swShare_pct=20.7

[synthesis]
synth_stat.cells=61
synthTopCellsByArea=dfxtp_1 (39%), nand2_1 (5.8%), nor2_1 (5.1%)
seq_area_frac_synth_pct=38.7
avgSynthCellArea_um2=8.47
synthCells=61
ys.flops=10
yosys_area_um2=517
yosysTopAreaCellShare_pct=38.7
synth_area_leader_cell=dfxtp_1
syn_area_um2=517
ys_types=28
edf_count=0
ff_type=dfxtp_1
yosys_warnings=1
async_flop_share_pct=0

[min_path]
min_path_type=flip-flop to flip-flop
holdCritStartpoint=state[2]

[job]
tool_warnings=26
drv_cap=0

[layout]
drive_above_1_share_pct=26.0
regArea_um2=203
final_cell_mix=nand2_1 (8), dfxtp_1 (8), nor2_1 (7)
syn_to_final_growth_pct=42.9
nFillCells=484
combGateArea_um2=323

[global_route]
grt_remaining_overflow=0
grt_max_degree=11
grt_pass1_wl_um=1980
grtUsageTotal_pct=3.13
antenna_found_initial=0
grt_pass1_vias=450

synthesized netlist by cell type, drive strengths merged (2+ instances only):
cell type,n
or2,2
ha,2
nor2b,3
nand2,8
nor3,3
xnor2,3
dfxtp,10
inv,5
nand3,4
nor2,8
per-layer routing:
layer | GRT usage, % | up-vias | wire length, µm
met2 | 4.56 | 8 | 446
met3 | 1.78 | 0 | 110
li1 | - | 229 | -
met1 | 4.08 | 213 | 529
met5 | 0 | - | 0
met4 | 0.290 | 0 | 0
flip-flops by register name (all words and copies together) (netlist names):
| signal | flops |
|---|---|
| counter | 6 |
| state | 4 |
worst paths after layout:
| path | endpoint | slack (ns) | cells after the start |
|---|---|---|---|
| max | red_1 | 0.07 | 2 |
| min | state[2] | 0.52 | 2 |
| max reg2reg | counter[1] | 0.12 | 5 |
| min reg2reg | state[2] | 0.52 | 2 |
stage by stage:
step | util (%) | setup slack, ns | std cells | cell area [µm²] | hold slack [ns]
after floorplan | - | 0.309 | 61 | 517 | 0.463
after global placement | 15.0 | 0.0860 | 121 | 663 | 0.547
after detailed placement | 15.0 | 0.0868 | 121 | 663 | 0.545
after CTS | 16.2 | 0.0593 | 125 | 717 | 0.525
after global routing | 16.7 | 0.00994 | 125 | 738 | 0.550
final | 16.7 | 0.0724 | 125 | 738 | 0.518
power by group through the flow:
stage     logic [µW]  clock network [µW]  registers [µW]
4_1_cts         33.6                 256             263
5_1_grt         42.8                 275             265
6_report        36.4                 252             264
what timing repair did:
action,in CTS,in global routing
hold endpoints to repair,0,0
resized,9,5
setup endpoints to repair,5,5
pin swaps,1,1
buffers inserted,1,0
critical path, delay by kind of cell, from the launching register on:
| family | cells | cell delay [ns] |
|---|---|---|
| buffers and inverters | 1 | 0.41 |
| AND/OR/NAND/NOR | 1 | 0.25 |
| flip-flops | 1 | 0.32 |
cell type report:
cell class	instances	share of cell area [%]
Clock buffer	3	5.59
Inverter	5	2.54
Multi-Input combinational cell	45	43.7
Sequential cell	10	27.5
Tap cell	52	8.81
Timing Repair Buffer	10	11.9
cell families (layout without fill, tap and decap cells):
group / count (synthesis) / count (layout) / share of synthesized area, %
flip-flops: 10 / 10 / 38.7
adder cells (fa/ha/maj): 2 / 2 / 4.84
buffers and inverters: 6 / 18 / 4.36
AND/OR/NAND/NOR: 32 / 32 / 33.9
XOR/XNOR: 4 / 4 / 6.78
AND-OR/OR-AND: 7 / 7 / 11.4
No activity file was given, so power comes from the tool's default toggle rates.
